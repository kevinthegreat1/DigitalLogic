## flow/run.sh

```bash
#!/bin/bash
# OpenROAD 26Q1-2900-gdf79404cd8, Yosys 0.63+post, stock flow scripts
make -C /OpenROAD-flow-scripts/flow DESIGN_CONFIG=/design/flow/config.mk WORK_HOME=/design/flow/orfs finish
```

## flow/config.mk

```make
export PLATFORM = sky130hd
export DESIGN_NAME = Rooms
export DESIGN_NICKNAME = Rooms
export VERILOG_FILES = /design/flow/design.v
export SDC_FILE = /design/flow/constraint.sdc
export NUM_CORES = 4
export LEC_CHECK = 1
export CORE_AREA = 10 10 111 111
export DIE_AREA = 0 0 121 121
```

## flow/constraint.sdc

```tcl
current_design Rooms

set clk_period 3.9
set clk_io_pct 0.2

create_clock -name clk0 -period $clk_period [get_ports {CLK}]

set non_clock_inputs [all_inputs -no_clocks]
set_input_delay [expr $clk_period * $clk_io_pct] -clock clk0 $non_clock_inputs
set_output_delay [expr $clk_period * $clk_io_pct] -clock clk0 [all_outputs]
```

## flow/design.v

```verilog
module Rooms(input N, E, S, W, Reset, sword, CLK, output reg [2:0]rooms, output reg [255:0]characters);
	parameter CC = 3'b000, TT = 3'b001, RR = 3'b101, SSS = 3'b100, DD = 3'b110, GG = 3'b011, VV = 3'b111;
	parameter	CCString = "    ynahpocaC        fo evaC    ",
					TTString = "                  lennuT ytsiwT ",
					RRString = "                   reviR dipaR  ",
					SSSString = "   hsatS drowS       terceS     ",
					DDString = "                  neD s'nogarD  ",
					GGString = "    drayevarG       suoiverG    ",
					VVString = "                  tluaV yrotciV ";
	reg prevN, prevE, prevS, prevW;
	reg [9:0]dragonFight;
	always @(posedge CLK) begin
		if (Reset) begin
			rooms <= CC;
			dragonFight <= 0;
		end
		if (N && !prevN && rooms == RR) rooms <= rooms - 3'b100;
		if (E && !prevE) begin
			if (rooms == CC || rooms == SSS || rooms == RR) rooms <= rooms + 1;
		end
		if (S && !prevS && rooms == TT) rooms <= rooms + 3'b100;
		if (W && !prevW) begin
			if (rooms == TT || rooms == RR) rooms <= rooms - 1;
		end
		if (rooms == DD) begin
			dragonFight <= dragonFight + 1;
			if (&dragonFight) rooms <= sword ? VV : GG;
		end
		prevN <= N;
		prevE <= E;
		prevS <= S;
		prevW <= W;
	end
	always @(rooms) begin
		case (rooms)
			CC: characters <= CCString;
			TT: characters <= TTString;
			RR: characters <= RRString;
			SSS: characters <= SSSString;
			DD: characters <= DDString;
			GG: characters <= GGString;
			VV: characters <= VVString;
		endcase
	end
endmodule
```

==> results.txt <==
run results: count of library flops with an enable pin=10, fillers=933, Post-CTS Hold Buffers=0, post-route ant nets=0, Vias/cell=3.89, Max-Cap Viols=0, Yosys reg bits=67, CTS max path bufs=2, clk root buf=clkbuf_8, final number of setup-violating endpoints=0, worst-margin pin slew=800 ps, Final HPWL DP=7610 um, Vias=2411, post-CTS sizing=0, Final Hold Viols=0, worst path bufs/invs=1, count of tool warnings=32, worst-skew pair later-pin latency=250 ps, Avg Cell Area, Syn=8.46 sq um, leakage=1.90 nW, cell count after synthesis=430, total gr overflow=0, die area=14600 sq um, reg2reg setup slack=1740 ps, # IOs=266, CTS H-Tree Depth=1, endpoint class of the critical path=output port, Power Dens Cells=446 nW/um^2, crit path DAT=1720 ps, PortBufs=141, share of the synthesized area in the top cell type=0.429, yosys stat area=3640 sq um, Netlist Area Pre-Place=3640 sq um, worst hold path depth=1, met1 Use GR=0.128, worst hold path class=reg2reg, antenna violations before repair=0, cts bufs inserted=3, Total GRT Usage=0.102, status=finished, final reports clean, DRC Markers=0, final antenna diode count=0, vias in the first global route=2325, global routing met3 resource utilization=0.0283, R2R Path End=rooms[1], Worst Hold End=dragonFight[0], Iter 0 DRT Violations=54, Tcrit/Tclk final=0.640, top cell family by delay on the critical path=flip-flops, cell taking the most area after synthesis=buf_4, Global Route met2 Usage=0.181, Worst Hold Launch=dragonFight[0], nature of the critical path startpoint=flip-flop, number of instances in the placed design=615, final slew viol count=0, Cell Type Count=39, asr flop ratio synth=0, clk slew on worst S/H paths=70 ps, main flop type=dlxtn_1, final worst path period need=2500 ps, CTS tree=done, slowest stage cell on the critical path=dfxtp_1, area grow syn2layout=14.2%, Max VDD drop=0.000275 V, floorplan core density=0.369, DP Area=4100 sq um, Worst path max stage delay=850 ps, final core utilization=0.421, yosys stat cell total=430, row cnt=36, Routability Congestion=0.786, r2r startpoint=rooms[0], crit-path max FO=23, reg2reg path depth=5, largest net degree at the start of global routing=51, Final Power=1.85 mW, Fin Setup TNS=0 ps, first-pass GRT wire length=12400 um, worst-path cell chain=clkdlybuf4s50_1, RSZ-0062 raised after global routing=false, Rel. slew slack=0.466, Final Non-Filler Cells=619, DR pass1 iterations=4, total setup buffers inserted after CTS=0, Synth warnings=1, CP required=3120 ps, final wirelength=8840 um, Layout Skew=6.39 ps, top cells, area=buf_4, dlxtn_1, edfxtp_1, dfxtp_1, ha_1, crit path kind=reg2out, post-route cell area=4150 sq um, share of cells above drive strength 1=0.0267, endpoints left unconstrained=182, Peak Freq=0.401 GHz, register pins left without a clock=50, Critical path origin=rooms[2], GR peak layer=met2, Die Height=121 um, Chip Width=121 um, core area=9860 sq um, wire per inst=14.3 um
-- worst reg2reg max path, stage by stage, from the launching register on --
cell,delay [ps]
dfxtp_1,550
ha_1,570
a21oi_1,240
or2_1,320
a41oi_1,230
o2111ai_1,120
-- stage by stage --
stage,hold WS [ps],setup WS [ps]
4_1_cts,632,1410
5_1_grt,680,1320
2_1_floorplan,560,2080
3_3_place_gp,611,1720
3_5_place_dp,621,1700
6_report,634,1400
-- flip-flops by register name, summed over array words and instances, names as in the netlist --
signal       count
prevN            1
rooms            3
prevW            1
dragonFight     10
prevS            1
characters      50
prevE            1
-- report_power, final --
part,leakage (nW),switching (mW),internal [mW]
registers,0.561,0.117,0.601
logic,1.32,0.418,0.579
clock network,0.0217,0.0638,0.0719
-- layout make-up --
cell class / count / area, sq um / share of cell area
clock buffers: 3 / 41.3 / 0.00994
flip-flops and latches: 67 / 1190 / 0.287
clock inverters: 1 / 7.51 / 0.00181
well taps: 133 / 166 / 0.0401
multi-input cells: 257 / 1270 / 0.305
repair buffers: 142 / 1420 / 0.342
inverters: 16 / 60.1 / 0.0145
-- cell usage after synthesis, types with 2 or more instances --
library cell,n
dfxtp_1,7
buf_4,208
or3_1,3
mux2i_1,2
o2111ai_1,2
nand3_1,9
buf_2,3
ha_1,10
or2_2,2
nand3b_1,3
nor2_1,21
o21bai_1,3
nor3_1,3
nand2_2,2
xor2_1,3
o211ai_1,2
dlxtn_1,50
edfxtp_1,10
nand2_1,22
xnor2_1,4
nand4_1,2
conb_1,2
a21oi_1,16
inv_1,15
o21ai_0,12
-- cell usage in the layout, fill, tap and decap left out, types with 2 or more instances in the layout --
cell	n
conb_1	124
clkdlybuf4s50_1	141
nand2_2	2
o211ai_1	2
or3_1	3
xor2_1	3
inv_1	15
edfxtp_1	10
nor2_1	21
or2_2	2
mux2i_1	2
o21ai_0	12
o21bai_1	3
nand3_1	9
nand4_1	2
o2111ai_1	2
dlxtn_1	50
nor3_1	3
nand2_1	22
clkbuf_8	3
nand3b_1	3
ha_1	10
dfxtp_1	7
a21oi_1	15
xnor2_1	4
-- layer usage --
layer | vias up | routed length [um] | share of wire
met4 | 0 | 21 | 0.0024
met1 | 1086 | 3600 | 0.41
met5 | - | 0 | 0
met3 | 2 | 989 | 0.11
met2 | 172 | 4230 | 0.48
li1 | 1151 | - | -
-- worst max path at each step --
stage | cells after the start | to | slack [ps]
CTS | 1 | rooms[2] | 1410
global route | 1 | rooms[2] | 1320
finish | 1 | rooms[2] | 1400
-- cells by family (layout without fill, tap and decap cells) --
group | Yosys count | after routing | share of synthesized area
latches | 50 | 50 | 0.206
mux | 2 | 2 | 0.00550
fa+ha+maj | 10 | 10 | 0.0344
buf+inv | 228 | 162 | 0.451
other cells | 2 | 124 | 0.00206
xor+xnor | 7 | 7 | 0.0169
compound gates | 40 | 40 | 0.0647
simple gates | 74 | 74 | 0.0980
flops | 17 | 17 | 0.121
Power and IR drop assume default switching activity.
