**design/flow/design.v**
```verilog
module Encoder(input [3:0]in, output reg [2:0]out);
	always @(in) begin
		if (in[3]) out <= 3'b111;
		else if (in[2]) out <= 3'b110;
		else if (in[1]) out <= 3'b101;
		else if (in[0]) out <= 3'b100;
		else out <= 3'b000;
	end
endmodule
module Key(input key, input CLOCK_50, output reg pressed);
	reg prev;
	always @(posedge CLOCK_50) begin
		if (!key && prev) pressed <= 1;
		else if (key && !prev) pressed <= 0;
		prev <= key;
	end
endmodule
module Switch#(parameter right = 0)(input open, input E, input CLOCK_50, output reg pwm);
	reg [19:0]counter;
	always @(posedge CLOCK_50) begin
		counter <= counter + 1;
		if (counter == ((open ^ right) ? 72000 : 62000)) pwm <= 0;
		if (counter == 1000000) begin
			counter <= 0;
			if (E) pwm <= 1;
		end
	end
endmodule
module TrainControlSystem(input [17:0]SW, input [3:0]KEY, input CLOCK_50, output [7:0]LEDG, output[11:0]LEDR, output [35:0]GPIO);
	parameter L1 = 0, L2 = 1, R3 = 2, R4 = 3, S1 = 0, S2 = 1, S3 = 2, S4 = 3;
	reg [2:0]leftRoutes[3:0], rightRoutes[3:0];
	reg [2:0]stationRoutes[3:0];
	wire left2Pressed, left1Pressed, right4Pressed, right3Pressed;
	wire [2:0]trackPressed;
	Key left_2_key(KEY[3], CLOCK_50, left2Pressed);
	Key left_1_key(KEY[2], CLOCK_50, left1Pressed);
	Key right_4_key(KEY[1], CLOCK_50, right4Pressed);
	Key right_3_key(KEY[0], CLOCK_50, right3Pressed);
	Encoder track_encoder({right4Pressed, right3Pressed, left2Pressed, left1Pressed}, trackPressed);
	assign LEDG[2:0] = trackPressed;
	wire [2:0]stationTrackSelector;
	Encoder station_track_encoder(SW, stationTrackSelector);
	assign LEDG[6:4] = stationTrackSelector;
	always @(posedge trackPressed[2]) begin
		if (trackPressed[2] && stationTrackSelector[2]) begin
			if (trackPressed[1:0] == L2) begin
				if (stationTrackSelector[1:0] <= S2) begin
					if (stationRoutes[S1][1:0] == L1 || stationRoutes[S1][1:0] == L2) stationRoutes[S1] = 0;
					if (stationRoutes[S2][1:0] == L1 || stationRoutes[S2][1:0] == L2) stationRoutes[S2] = 0;
					if (stationRoutes[S3][1:0] == L1 || stationRoutes[S3][1:0] == L2) stationRoutes[S3] = 0;
					if (stationRoutes[S4][1:0] == L1 || stationRoutes[S4][1:0] == L2) stationRoutes[S4] = 0;
					leftRoutes[L1] = 0;
					leftRoutes[L2] = 0;
				end else begin
					if (stationRoutes[S1][1:0] == L2) stationRoutes[S1] = 0;
					if (stationRoutes[S2][1:0] == L2) stationRoutes[S2] = 0;
					if (stationRoutes[S3][1:0] == L1 || stationRoutes[S3][1:0] == L2) stationRoutes[S3] = 0;
					if (stationRoutes[S4][1:0] == L1 || stationRoutes[S4][1:0] == L2) stationRoutes[S4] = 0;
					if (leftRoutes[L1][1:0] == S3 || leftRoutes[L1][1:0] == S4) leftRoutes[L1] = 0;
					leftRoutes[L2] = 0;
				end
				stationRoutes[stationTrackSelector[1:0]] = L2;
				stationRoutes[stationTrackSelector[1:0]][2] = 1;
			end else if (trackPressed[1:0] == R3) begin
				if (stationTrackSelector[1:0] <= S2) begin
					if (stationRoutes[S1][1:0] == R3 || stationRoutes[S1][1:0] == R4) stationRoutes[S1] = 0;
					if (stationRoutes[S2][1:0] == R3 || stationRoutes[S2][1:0] == R4) stationRoutes[S2] = 0;
					if (stationRoutes[S3][1:0] == R3) stationRoutes[S3] = 0;
					if (stationRoutes[S4][1:0] == R3) stationRoutes[S4] = 0;
					rightRoutes[R3] = 0;
					if (rightRoutes[R4][1:0] == S1 || rightRoutes[R4][1:0] == S2) rightRoutes[R4] = 0;
				end else begin
					if (stationRoutes[S1][1:0] == R3 || stationRoutes[S1][1:0] == R4) stationRoutes[S1] = 0;
					if (stationRoutes[S2][1:0] == R3 || stationRoutes[S2][1:0] == R4) stationRoutes[S2] = 0;
					if (stationRoutes[S3][1:0] == R3 || stationRoutes[S3][1:0] == R4) stationRoutes[S3] = 0;
					if (stationRoutes[S4][1:0] == R3 || stationRoutes[S4][1:0] == R4) stationRoutes[S4] = 0;
					rightRoutes[R3] = 0;
					rightRoutes[R4] = 0;
				end
				stationRoutes[stationTrackSelector[1:0]] = R3;
				stationRoutes[stationTrackSelector[1:0]][2] = 1;
			end else if (trackPressed[1:0] == L1) begin
				if (stationTrackSelector[1:0] <= S2) begin
					if (stationRoutes[S1][1:0] == L1 || stationRoutes[S1][1:0] == L2) stationRoutes[S1] = 0;
					if (stationRoutes[S2][1:0] == L1 || stationRoutes[S2][1:0] == L2) stationRoutes[S2] = 0;
					if (stationRoutes[S3][1:0] == L1) stationRoutes[S3] = 0;
					if (stationRoutes[S4][1:0] == L1) stationRoutes[S4] = 0;
					leftRoutes[L1] = 0;
					if (leftRoutes[L2][1:0] == S1 || leftRoutes[L2][1:0] == S2) leftRoutes[L2] = 0;
				end else begin
					if (stationRoutes[S1][1:0] == L1 || stationRoutes[S1][1:0] == L2) stationRoutes[S1] = 0;
					if (stationRoutes[S2][1:0] == L1 || stationRoutes[S2][1:0] == L2) stationRoutes[S2] = 0;
					if (stationRoutes[S3][1:0] == L1 || stationRoutes[S3][1:0] == L2) stationRoutes[S3] = 0;
					if (stationRoutes[S4][1:0] == L1 || stationRoutes[S4][1:0] == L2) stationRoutes[S4] = 0;
					leftRoutes[L1] = 0;
					leftRoutes[L2] = 0;
				end
				leftRoutes[L1] = stationTrackSelector[1:0];
				leftRoutes[L1][2] = 1;
			end else if (trackPressed[1:0] == R4) begin
				if (stationTrackSelector[1:0] <= S2) begin
					if (stationRoutes[S1][1:0] == R3 || stationRoutes[S1][1:0] == R4) stationRoutes[S1] = 0;
					if (stationRoutes[S2][1:0] == R3 || stationRoutes[S2][1:0] == R4) stationRoutes[S2] = 0;
					if (stationRoutes[S3][1:0] == R3 || stationRoutes[S3][1:0] == R4) stationRoutes[S3] = 0;
					if (stationRoutes[S4][1:0] == R3 || stationRoutes[S4][1:0] == R4) stationRoutes[S4] = 0;
					rightRoutes[R3] = 0;
					rightRoutes[R4] = 0;
				end else begin
					if (stationRoutes[S1][1:0] == R4) stationRoutes[S1] = 0;
					if (stationRoutes[S2][1:0] == R4) stationRoutes[S2] = 0;
					if (stationRoutes[S3][1:0] == R3 || stationRoutes[S3][1:0] == R4) stationRoutes[S3] = 0;
					if (stationRoutes[S4][1:0] == R3 || stationRoutes[S4][1:0] == R4) stationRoutes[S4] = 0;
					if (rightRoutes[R3][1:0] == S3 || rightRoutes[R3][1:0] == S4) rightRoutes[R3] = 0;
					rightRoutes[R4] = 0;
				end
				rightRoutes[R4] = stationTrackSelector[1:0];
				rightRoutes[R4][2] = 1;
			end
		end
	end
	parameter SWITCH1 = 0, SWITCH2 = 2, SWITCH3 = 4, SWITCH4 = 6, SWITCH5 = 8, SWITCH6 = 10, SWITCH7 = 12, SWITCH8 = 14, SWITCH9 = 16, SWITCH10 = 18, SWITCH11 = 20, SWITCH12 = 22;
	assign LEDR[0] = stationRoutes[S3][2] && stationRoutes[S3][1:0] == L1 || stationRoutes[S4][2] && stationRoutes[S4][1:0] == L1 || leftRoutes[L1][2] && leftRoutes[L1][1:0] >= S3;
	assign LEDR[3] = LEDR[0];
	Switch switch_1(LEDR[0], SW[6], CLOCK_50, GPIO[SWITCH1]);
	Switch switch_4(LEDR[3], SW[9], CLOCK_50, GPIO[SWITCH4]);
	assign LEDR[1] = stationRoutes[S1][2] && stationRoutes[S1][1:0] == L2 || stationRoutes[S2][2] && stationRoutes[S2][1:0] == L2 || leftRoutes[L2][2] && leftRoutes[L2][1:0] <= S2;
	assign LEDR[2] = LEDR[1];
	Switch#(1) switch_2(LEDR[1], SW[7], CLOCK_50, GPIO[SWITCH2]);
	Switch#(1) switch_3(LEDR[2], SW[8], CLOCK_50, GPIO[SWITCH3]);
	assign LEDR[4] = stationRoutes[S1][2] && stationRoutes[S1][1:0] == L1 || stationRoutes[S1][2] && stationRoutes[S1][1:0] == L2 || leftRoutes[L1][2] && leftRoutes[L1][1:0] == S1 || leftRoutes[L2][2] && leftRoutes[L2][1:0] == S1;
	Switch#(1) switch_5(LEDR[4], SW[10], CLOCK_50, GPIO[SWITCH5]);
	assign LEDR[5] = stationRoutes[S4][2] && stationRoutes[S4][1:0] == L1 || stationRoutes[S4][2] && stationRoutes[S4][1:0] == L2 || leftRoutes[L1][2] && leftRoutes[L1][1:0] == S4 || leftRoutes[L2][2] && leftRoutes[L2][1:0] == S4;
	Switch switch_6(LEDR[5], SW[11], CLOCK_50, GPIO[SWITCH6]);
	assign LEDR[6] = stationRoutes[S1][2] && stationRoutes[S1][1:0] == R3 || stationRoutes[S1][2] && stationRoutes[S1][1:0] == R4 || rightRoutes[R3][2] && rightRoutes[R3][1:0] == S1 || rightRoutes[R4][2] && rightRoutes[R4][1:0] == S1;
	Switch switch_7(LEDR[6], SW[12], CLOCK_50, GPIO[SWITCH7]);
	assign LEDR[7] = stationRoutes[S4][2] && stationRoutes[S4][1:0] == R3 || stationRoutes[S4][2] && stationRoutes[S4][1:0] == R4 || rightRoutes[R3][2] && rightRoutes[R3][1:0] == S4 || rightRoutes[R4][2] && rightRoutes[R4][1:0] == S4;
	Switch#(1) switch_8(LEDR[7], SW[13], CLOCK_50, GPIO[SWITCH8]);
	assign LEDR[8] = stationRoutes[S1][2] && stationRoutes[S1][1:0] == R4 || stationRoutes[S2][2] && stationRoutes[S2][1:0] == R4 || rightRoutes[R4][2] && rightRoutes[R4][1:0] <= S2;
	assign LEDR[11] = LEDR[8];
	Switch switch_9(LEDR[8], SW[14], CLOCK_50, GPIO[SWITCH9]);
	Switch switch_12(LEDR[11], SW[17], CLOCK_50, GPIO[SWITCH12]);
	assign LEDR[9] = stationRoutes[S3][2] && stationRoutes[S3][1:0] == R3 || stationRoutes[S4][2] && stationRoutes[S4][1:0] == R3 || rightRoutes[R3][2] && rightRoutes[R3][1:0] >= S3;
	assign LEDR[10] = LEDR[9];
	Switch#(1) switch_10(LEDR[9], SW[15], CLOCK_50, GPIO[SWITCH10]);
	Switch#(1) switch_11(LEDR[10], SW[16], CLOCK_50, GPIO[SWITCH11]);
endmodule
```
**design/flow/run.sh**
```bash
#!/bin/bash
# OpenROAD 26Q1-2900-gdf79404cd8, Yosys 0.63+post, stock flow scripts
make -C /OpenROAD-flow-scripts/flow DESIGN_CONFIG=/design/flow/config.mk WORK_HOME=/design/flow/orfs finish
```
**design/flow/config.mk**
```make
export PLATFORM = sky130hd
export DESIGN_NAME = TrainControlSystem
export DESIGN_NICKNAME = TrainControlSystem
export VERILOG_FILES = /design/flow/design.v
export SDC_FILE = /design/flow/constraint.sdc
export NUM_CORES = 4
export LEC_CHECK = 1
export CORE_UTILIZATION = 30
```
**design/flow/constraint.sdc**
```tcl
current_design TrainControlSystem

set clk_period 5.1
set clk_io_pct 0.2

create_clock -name clk0 -period $clk_period [get_ports {CLOCK_50}]

set non_clock_inputs [all_inputs -no_clocks]
set_input_delay [expr $clk_period * $clk_io_pct] -clock clk0 $non_clock_inputs
set_output_delay [expr $clk_period * $clk_io_pct] -clock clk0 [all_outputs]
```
==> metrics.json <==
{
  "routing": {
    "drt_drc_violations_left": 0,
    "first_iter_violations": 379,
    "post_drt_via_cell_ratio": 4.696,
    "drt.antenna.violating_nets": 0,
    "totalWireLength_microns": 25530,
    "vias": 9870,
    "wl_per_cell_microns": 12.15,
    "drt-pass1-iter-count": 5
  },
  "flow_run": {
    "stage_log_warnings": 41,
    "cap_viol_max_count": 0
  },
  "run_status": {
    "outcome": "finished clean"
  },
  "place": {
    "place.gp.congestion": 0.8651,
    "dp_hpwl_microns": 17650,
    "port_buffers": 50
  },
  "clocking": {
    "clkSlewWorstSetupHoldPaths_ns": 0.06,
    "h-tree-depth": 1,
    "clock_latency_ns": 0.57,
    "cts_inserted_buffers": 31,
    "buffer_levels_on_the_longest_clock_path": 3,
    "tritoncts": "done",
    "clock_tree.root_cell": "sky130_fd_sc_hd__clkbuf_16",
    "cts.repair.resized": 0,
    "cts_setup_buffers": 0,
    "holdBufCountCts": 0
  },
  "floorplan": {
    "row_count": 76,
    "core_area_sq_um": 43080,
    "overall_die_area_sq_um": 44540,
    "chip_width_microns": 211.0,
    "boundaryPins": 79,
    "dieHeight_microns": 211.0,
    "fp_util": 0.3043
  },
  "finish": {
    "top_logic_cell_by_instance_count_in_the_layout": "sky130_fd_sc_hd__dfxtp_1",
    "commonest_cells_after_routing_fill_and_taps_aside": "260 x sky130_fd_sc_hd__dfxtp_1, 146 x sky130_fd_sc_hd__nor2_1, 118 x sky130_fd_sc_hd__nand3_1",
    "post_route_cells_drive_above_1_share": 0.05013,
    "area_growth_syn_to_layout_pct": 15.12
  },
  "logic_synthesis": {
    "top_cell_area_share": 0.3970,
    "synth.ff_latch_count": 278,
    "number_of_flops_mapped_to_enable_cells_by_yosys": 18,
    "async_reset_ff_frac": 0,
    "synth.cell_area_sq_um": 13110,
    "synth-area-yosys_sq_um": 13110,
    "syn_inst": 1457,
    "yosys-top-cells-area": "sky130_fd_sc_hd__dfxtp_1 40%, sky130_fd_sc_hd__xnor2_1 7.8%, sky130_fd_sc_hd__xor2_1 4.5%, sky130_fd_sc_hd__nand3_1 4.5%, sky130_fd_sc_hd__nor2_1 4.2%",
    "post_synth.cell_area_avg_sq_um": 8.998,
    "yosys-stat-cells": 1457,
    "leading_area_contributor_after_synthesis": "sky130_fd_sc_hd__dfxtp_1",
    "postSynthSeqShare": 0.4383,
    "post_synth_num_cell_types": 71,
    "ys.warnings.count": 35,
    "synthFlopType": "sky130_fd_sc_hd__dfxtp_1"
  },
  "power": {
    "vdd_drop_max_uv": 227.1,
    "total_power_density_per_cell_area_nw_per_um2": 302.0,
    "leakage_power_figure_nw": 5.276,
    "seqPwrFrac": 0.453,
    "power.internal_mw": 3.591,
    "power.net_switching_mw": 0.9670,
    "combinationalPowerShare": 0.032,
    "clkPwrFrac": 0.515,
    "switching_share": 0.2121,
    "total_power_mw": 4.558
  },
  "final_timing": {
    "rsz0062_at_grt": "false",
    "timing.clock.skew_ns": 0.01356,
    "setup_viol": 0,
    "slew_headroom": 0.3871,
    "hold_viol_final": 0,
    "clock.fmax_mhz": 255.5,
    "totalNegativeSetupSlack_ns": 0,
    "number_of_slew_limit_violations_in_the_final_report": 0,
    "tightestPinTransition_ns": 0.9194,
    "count_of_unclocked_register_or_latch_pins": 18,
    "endpoints_left_unconstrained": 48,
    "min_period_ns": 3.914,
    "fin_crit_sh": 0.7675
  },
  "global_route": {
    "first_pass_grt_wire_length_microns": 43430,
    "globalRouteOverflowTotal": 0,
    "grt_max_degree": 26,
    "antenna_found_initial": 1,
    "global_route.usage.total": 0.1174,
    "via_count_of_the_first_global_routing_pass": 9046
  },
  "setup_path": {
    "highest_fanout_seen_on_the_critical_path": 10,
    "worstPathArrival_ns": 2.89,
    "cp_data_required_time_ns": 4.08,
    "worst_setup_path_start_kind": "input port",
    "end_kind": "output port",
    "setup.worst_path.class": "input port to output port"
  },
  "min_path": {
    "hold_path_class": "flip-flop to flip-flop"
  }
}
-- layout make-up --
cell class	instances	area (sq um)
Clock buffer	43	890.9
Inverter	60	225.2
Sequential cell	278	5746
Antenna cell	1	2.502
Multi-Input combinational cell	1063	6728
Clock inverter	15	215.2
Timing Repair Buffer	57	553.0
Fill cell	4247	27980
Tap cell	585	732.0
-- registers in the layout, summed over array words and instances, names as in the netlist, 12 cells and up --
name,cells
switch_12.counter,20
switch_1.counter,20
switch_7.counter,20
switch_11.counter,20
switch_9.counter,20
switch_5.counter,20
switch_3.counter,20
switch_8.counter,20
switch_10.counter,20
switch_6.counter,20
stationRoutes,12
switch_2.counter,20
switch_4.counter,20
-- routing by layer --
metal,routed length (microns),global-route usage,vias up
li1,-,-,5121
met1,12990,0.1787,4555
met2,10790,0.1779,150
met3,1071,0.01852,44
met4,675,0.02674,0
met5,0,0,-
-- stage by stage --
stage               cell area [sq um]    util  cells  hold slack, ns  setup slack [ns]
floorplan                       13200       -   1482          0.4254             2.179
global placement                13980  0.3246   2043          0.4379             1.228
detailed placement              13980  0.3246   2043          0.4485             1.211
CTS                             15090  0.3503   2101          0.4627             1.208
global route                    15090  0.3504   2102          0.4883             1.135
finish                          15090  0.3504   2102          0.4564             1.186
-- Yosys cell counts, drive strengths merged (4+ instances only) --
| library cell | count |
|---|---|
| nor4 | 42 |
| o211ai | 5 |
| nand4 | 58 |
| clkbuf | 24 |
| a21o | 7 |
| nor4bb | 11 |
| ha | 27 |
| inv | 60 |
| o21ai | 38 |
| or3 | 6 |
| a21oi | 17 |
| xnor2 | 117 |
| or4 | 4 |
| xor2 | 68 |
| and2 | 11 |
| nand3b | 22 |
| nand3 | 118 |
| and3 | 26 |
| nor3 | 36 |
| or4b | 7 |
| dfxtp | 260 |
| nand4b | 8 |
| nand2 | 114 |
| nand2b | 21 |
| nor2 | 147 |
| maj3 | 4 |
| mux2i | 12 |
| a22o | 10 |
| nor3b | 9 |
| and4 | 16 |
| nor2b | 23 |
| edfxtp | 18 |
| nor4b | 15 |
| buf | 57 |
-- final timing paths --
| check | start | endpoint | slack (ns) | depth (start not counted) |
|---|---|---|---|---|
| worst min-delay path | switch_3.counter[0]$_SDFF_PN0_ | switch_3.counter[0]$_SDFF_PN0_ | 0.46 | 1 |
| worst max-delay path | SW[3] | LEDG[6] | 1.19 | 4 |
| worst min register to register | switch_3.counter[0]$_SDFF_PN0_ | switch_3.counter[0]$_SDFF_PN0_ | 0.46 | 1 |
| worst max register to register | switch_1.counter[0]$_SDFF_PN0_ | switch_1.counter[19]$_SDFF_PN0_ | 2.81 | 8 |
-- critical path, stage by stage --
cell and delay [ns]:
sky130_fd_sc_hd__clkdlybuf4s50_1 0.63, sky130_fd_sc_hd__or3_1 0.52, sky130_fd_sc_hd__or2_2 0.31, sky130_fd_sc_hd__clkdlybuf4s50_1 0.41
-- kinds of logic after synthesis --
group,share of synthesized area
AND/OR/NAND/NOR,0.2912
AND-OR/OR-AND,0.05211
buffers and inverters,0.05573
multiplexers,0.01002
other,0.0002860
flip-flops,0.4383
adder cells (fa/ha/maj),0.02882
XOR/XNOR,0.1236
-- power by group through the flow --
stage	logic (mW)	clock network, mW	registers (mW)
after CTS	0.144	2.42	2.07
after global routing	0.162	2.51	2.07
final	0.144	2.35	2.07
Power and IR drop assume default switching activity.
