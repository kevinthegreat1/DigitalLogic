==> design/flow/design.v <==
module LCD(	input Reset,
				input CLOCK_50,
				input [255:0]characters,
				output reg [5:0]state,
				output reg CLK_2500,
				output reg LCD_EN,
				output reg LCD_RS,
				output reg [7:0]LCD_DATA);
	parameter	RESET0 = 0,
					RESET1 = 1,
					RESET2 = 2,
					FUNC_SET = 3,
					MODE_SET = 4,
					DISPLAY_ON = 5,
					WRITE = 6,
					RETURN_TO_LINE_0 = 7,
					RETURN_TO_LINE_1 = 8,
					TOGGLE_E = 9,
					HOLD = 10,
					DISPLAY_OFF = 11,
					DISPLAY_CLEAR = 12;
	reg [5:0]counter = 0;
	parameter	END_LINE0 = 6'b001111,
					END_LINE1 = 6'b011111;
	reg [15:0]CLK_2500_Count;
	always @(posedge CLOCK_50) begin
		if (CLK_2500_Count == 16'h4E20) begin
			CLK_2500_Count <= 0;
			CLK_2500 <= 1;
		end else begin
			CLK_2500_Count <= CLK_2500_Count + 1;
			CLK_2500 <= 0;
		end
	end
	reg [5:0]nextCommand;
	reg line;
	always @(posedge CLK_2500) begin
		case (state)
			RESET0: begin
				LCD_EN <= 1;
				LCD_RS <= 0;
				LCD_DATA <= 8'h38;
				nextCommand <= RESET1;
				state <= TOGGLE_E;
			end
			RESET1: begin
				LCD_EN <= 1;
				LCD_RS <= 0;
				LCD_DATA <= 8'h38;
				nextCommand <= RESET2;
				state <= TOGGLE_E;
			end
			RESET2: begin
				LCD_EN <= 1;
				LCD_RS <= 0;
				LCD_DATA <= 8'h38;
				nextCommand <= FUNC_SET;
				state <= TOGGLE_E;
			end
			FUNC_SET: begin
				LCD_EN <= 1;
				LCD_RS <= 0;
				LCD_DATA <= 8'h38;
				nextCommand <= DISPLAY_OFF;
				state <= TOGGLE_E;
			end
			DISPLAY_OFF: begin
				LCD_EN <= 1;
				LCD_RS <= 0;
				LCD_DATA <= 8'h08;
				nextCommand <= Reset ? DISPLAY_OFF : DISPLAY_CLEAR;
				state <= TOGGLE_E;
				counter <= 0;  
			end
			DISPLAY_CLEAR: begin
				LCD_EN <= 1;
				LCD_RS <= 0;
				LCD_DATA <= 8'h01;
				nextCommand <= &counter ? DISPLAY_ON : DISPLAY_CLEAR;
				counter <= counter + 1;
				state <= TOGGLE_E;
			end
			DISPLAY_ON: begin
				LCD_EN <= 1;
				LCD_RS <= 0;
				LCD_DATA <= 8'h0C;
				nextCommand <= MODE_SET;
				state <= TOGGLE_E;
			end
			MODE_SET: begin
				LCD_EN <= 1;
				LCD_RS <= 0;
				LCD_DATA <= 8'h06;
				nextCommand <= WRITE;
				state <= TOGGLE_E;
				counter <= 0;  
			end
			WRITE: begin
				LCD_EN <= 1;
				LCD_RS <= 1;
				LCD_DATA <= characters[counter[4:0]*8 +: 8];
				case (counter)
					END_LINE0: nextCommand <= RETURN_TO_LINE_1;
					END_LINE1: nextCommand <= RETURN_TO_LINE_0;
					default: nextCommand <= WRITE;
				endcase
				counter <= counter + 1;
				state <= TOGGLE_E;
			end
			RETURN_TO_LINE_0: begin
				LCD_EN <= 1;
				LCD_RS <= 0;
				LCD_DATA <= 8'h80;
				nextCommand <= Reset ? RESET0 : WRITE;
				state <= TOGGLE_E;
				counter = 0;  
			end
			RETURN_TO_LINE_1: begin
				LCD_EN <= 1;
				LCD_RS <= 0;
				LCD_DATA <= 8'hC0;
				nextCommand <= WRITE;
				state <= TOGGLE_E;
			end
			TOGGLE_E: begin
				LCD_EN <= 0;
				state <= nextCommand;  
			end
			HOLD: state <= nextCommand;
		endcase
	end
endmodule
==> design/flow/run.sh <==
#!/bin/bash
# OpenROAD 26Q1-2900-gdf79404cd8, Yosys 0.63+post, stock flow scripts
make -C /OpenROAD-flow-scripts/flow DESIGN_CONFIG=/design/flow/config.mk WORK_HOME=/design/flow/orfs finish
==> design/flow/config.mk <==
export PLATFORM = sky130hd
export DESIGN_NAME = LCD
export DESIGN_NICKNAME = LCD
export VERILOG_FILES = /design/flow/design.v
export SDC_FILE = /design/flow/constraint.sdc
export NUM_CORES = 4
export LEC_CHECK = 1
export CORE_AREA = 10 10 174 174
export DIE_AREA = 0 0 184 184
==> design/flow/constraint.sdc <==
current_design LCD

set clk_period 2.7
set clk_io_pct 0.2

create_clock -name clk0 -period $clk_period [get_ports {CLOCK_50}]

set non_clock_inputs [all_inputs -no_clocks]
set_input_delay [expr $clk_period * $clk_io_pct] -clock clk0 $non_clock_inputs
set_output_delay [expr $clk_period * $clk_io_pct] -clock clk0 [all_outputs]
==> flow_summary.json <==
{
  "outcome": "completed",
  "die_x_um": 184,
  "cts_root_buffer": "clkbuf_16",
  "yosys_register_bits": 41,
  "initCoreUtil_pct": 15.8,
  "max_freq_ghz": 0.531,
  "edf_count": 24,
  "async_flop_share_pct": 0,
  "cts_setup_buffers": 0,
  "warning_count": 26,
  "chip_area_um2": 33900,
  "regArea_um2": 1060,
  "pwr_density_cell_nw_per_um2": 142,
  "xor_area_share_pct": 3.81,
  "ys_cells": 399,
  "finalPower_mw": 1.03,
  "ys_sh_aoi_pct": 11.6,
  "place_congestion": 0.895,
  "rsz0062_at_grt": "no",
  "crit_path_cell_trace": "buf_4 -> clkdlybuf4s50_1",
  "dp_hpwl_um": 17700,
  "critPathMaxStageDelay_ns": 0.56,
  "arrival_ns": 1.34,
  "wl_met1_um": 9080,
  "hp-class": "flip-flop to flip-flop",
  "fillers": 2752,
  "crit_type": "flip-flop to output port",
  "critPathMaxFanout": 25,
  "rows": 59,
  "final_util_pct": 27.5,
  "cp-end-kind": "output port",
  "tightest_slew_ns": 0.724,
  "core_area_um2": 26300,
  "route.antenna.remaining_nets": 0,
  "cts-resized-gates": 0,
  "start_kind": "flip-flop",
  "top_area_share_pct": 18.5,
  "cts_max_level": 1,
  "period_used_pct": 69.8,
  "cts_buffers": 3,
  "cp_data_required_time_ns": 2.16,
  "synth.comb.largest_family": "multiplexers",
  "mappedNetlistArea_um2": 4140,
  "unclocked_regs": 24,
  "ys_sh_adder_pct": 0.907,
  "yosys_most_used_dff": "edfxtp_1",
  "routedWlPerCell_um": 20.9,
  "top_layer": "met4",
  "ys_sh_mux_pct": 37.3,
  "cts_tree": "built",
  "cap_violations": 0,
  "pin_count": 275,
  "topCellsByArea": "mux4_2 18%, edfxtp_1 17%, mux2i_1 17%",
  "synth_seq_share_pct": 25.6,
  "met2WireLength_um": 9710,
  "unconstrained_endpoints": 62,
  "yosys.area.top_type": "mux4_2",
  "min_period_ns": 1.88,
  "hold_buffers": 0,
  "grtUsageTotal_pct": 12.1,
  "grt_pass1_vias": 4779,
  "comb_area_um2": 2850,
  "antenna_found_initial": 0,
  "fin_tns_setup_ns": 0,
  "viasPerCell": 4.37,
  "finalSetupViolations": 0,
  "layout-drive-gt1-share_pct": 8.74,
  "syn2layout_area_growth_pct": 74.6,
  "drt-initial-drc-count": 188,
  "p_leak_nw": 2.64,
  "wl_met3_um": 1840,
  "overflow": 0,
  "synth_cell_type_count": 55,
  "path_clk_slew_ns": 0.05,
  "firstDrtPassIters": 6,
  "slew-limit-headroom_pct": 50.5,
  "clkLatencyLatePin_ns": 0.24,
  "finalHoldViolations": 0,
  "port-buffer-count": 272,
  "antenna_cells": 0,
  "grt_pass1_wl_um": 30100,
  "drc": 0,
  "finalClockSkew_ns": 0.00379,
  "syn_avg_cell_area_um2": 10.4,
  "max-vdd-ir-drop_mv": 0.204,
  "fp.dieH_um": 184,
  "netlist_instances": 399,
  "wl_um": 20600,
  "cp_slowest_cell": "clkdlybuf4s50_1",
  "drv_slew": 0,
  "ys_sh_simple_pct": 15.0,
  "grt_max_degree": 41,
  "yosysWarnings": 1,
  "ys_area_um2": 4140,
  "via_count": 4317,
  "clk_path_buf_depth": 2
}
kinds of logic (layout without fill, tap and decap cells):
logic type	Yosys count	after routing
other cells	1	2
buf+inv	40	292
compound gates	67	67
simple gates	122	122
flops	41	41
xor+xnor	18	18
mux	107	107
fa+ha+maj	3	3
per-layer routing:
metal	GRT usage, %	up-vias
li1	-	2076
met1	16.4	2041
met2	19.6	196
met3	3.80	4
met4	0.229	0
met5	0	-
cells in the mapped netlist, drive strengths merged, types with 6 or more instances:
| library cell | number |
|---|---|
| edfxtp | 24 |
| buf | 28 |
| mux4 | 37 |
| xnor2 | 12 |
| a2111oi | 7 |
| nor2b | 6 |
| o21ai | 14 |
| mux2i | 70 |
| nand2b | 6 |
| nor4 | 6 |
| inv | 7 |
| and3 | 7 |
| nand3 | 11 |
| o211ai | 6 |
| nand2 | 16 |
| xor2 | 6 |
| o22ai | 20 |
| dfxtp | 17 |
| nor2 | 44 |
worst max-delay path, delay by kind of cell, from the launching register on:
kind	cells	cell delay, ns
buffers and inverters	2	0.80
flip-flops	1	0.30
where the power goes:
part / switching (mW) / total [mW] / leakage (nW) / internal, mW
combinational: 0.102 / 0.488 / 2.23 / 0.386
clock: 0.0906 / 0.288 / 0.0409 / 0.198
sequential: 0 / 0.251 / 0.367 / 0.251
worst paths after layout:
path	to	slack, ns	from	cells after the start
max reg2reg	CLK_2500_Count[11]	0.85	CLK_2500_Count[0]	7
min	CLK_2500_Count[15]	0.46	CLK_2500_Count[15]	1
max	CLK_2500	0.82	CLK_2500	2
min reg2reg	CLK_2500_Count[15]	0.46	CLK_2500_Count[15]	1
registers in the layout, indices dropped and copies added (netlist names):
register	cells
CLK_2500	1
CLK_2500_Count	16
LCD_DATA	8
LCD_EN	1
LCD_RS	1
counter	6
nextCommand	4
state	4
cell usage in the layout (no fill, tap or decap), drive strengths merged, types with 12 or more instances in the layout:
master	count
o22ai	20
nor2	44
edfxtp	24
mux4	37
xnor2	12
mux2i	70
nand2	16
dfxtp	17
clkdlybuf4s50	272
o21ai	14
per-stage QoR:
stage	std cells	hold WS, ns	setup WS, ns	instance area, um2
after floorplan	400	0.432	1.12	4140
after global placement	983	0.450	0.977	7150
after detailed placement	983	0.451	0.873	7150
after CTS	987	0.460	0.821	7230
after global routing	987	0.478	0.628	7230
final	987	0.458	0.816	7230
cell type report:
type | instances | share of cell area [%]
Multi-Input combinational cell | 319 | 39.4
Timing Repair Buffer | 281 | 38.6
Sequential cell | 41 | 14.7
Tap cell | 335 | 5.80
Clock buffer | 3 | 1.04
Inverter | 7 | 0.364
Clock inverter | 1 | 0.0693
No activity file was given, so power comes from the tool's default toggle rates.
